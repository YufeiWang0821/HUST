--- ./run.sh ---
#!/bin/bash
# OpenROAD 26Q1-2900-gdf79404cd8, Yosys 0.63+post, stock flow scripts
make -C /OpenROAD-flow-scripts/flow DESIGN_CONFIG=/design/flow/config.mk WORK_HOME=/design/flow/orfs finish
--- ./constraint.sdc ---
current_design numdis

set clk_period 3.8
set clk_io_pct 0.2

create_clock -name clk0 -period $clk_period [get_ports {clk}]

set non_clock_inputs [all_inputs -no_clocks]
set_input_delay [expr $clk_period * $clk_io_pct] -clock clk0 $non_clock_inputs
set_output_delay [expr $clk_period * $clk_io_pct] -clock clk0 [all_outputs]
--- ./design.v ---
`timescale 1ns / 1ps
module decodor4_16(in, out);
    input [3:0] in;
    output reg [7:0] out;
    always@(in)
        begin
            case(in)
                 4'b0000 : out[7:0] = 8'b11000000;
	             4'b0001 : out[7:0] = 8'b11111001;
	             4'b0010 : out[7:0] = 8'b10100100;
	             4'b0011 : out[7:0] = 8'b10110000;
	             4'b0100 : out[7:0] = 8'b10011001;
	             4'b0101 : out[7:0] = 8'b10010010;
	             4'b0110 : out[7:0] = 8'b10000010;
	             4'b0111 : out[7:0] = 8'b11111000;
	             4'b1000 : out[7:0] = 8'b10000000;
	             4'b1001 : out[7:0] = 8'b10011000;
	             4'b1010 : out[7:0] = 8'b10001000;
	             4'b1011 : out[7:0] = 8'b10000011;
	             4'b1100 : out[7:0] = 8'b11000110;
	             4'b1101 : out[7:0] = 8'b10100001;
	             4'b1110 : out[7:0] = 8'b10000110;
	             4'b1111 : out[7:0] = 8'b10001110;
	             default : out[7:0] = 8'b11111111;
            endcase
        end
endmodule
`timescale 1ns / 1ps
module numdis(clk, sum_out, AN, SEG);
    input clk;
    input [31:0] sum_out;
    output reg [7:0]AN;
    output reg [7:0]SEG;
    wire [7:0] tube[7:0];
    reg [7:0]tube_now;
    decodor4_16 Decoder1(.in(sum_out[3:0]), .out(tube[0]));
    decodor4_16 Decoder2(.in(sum_out[7:4]), .out(tube[1]));
    decodor4_16 Decoder3(.in(sum_out[11:8]), .out(tube[2]));
    decodor4_16 Decoder4(.in(sum_out[15:12]), .out(tube[3]));
    decodor4_16 Decoder5(.in(sum_out[19:16]), .out(tube[4]));
    decodor4_16 Decoder6(.in(sum_out[23:20]), .out(tube[5]));
    decodor4_16 Decoder7(.in(sum_out[27:24]), .out(tube[6]));
    decodor4_16 Decoder8(.in(sum_out[31:28]), .out(tube[7]));
    initial begin
	   AN = 8'b11111110;
	end
    always @(posedge clk) begin
	  case(AN)
	  8'b11111110:begin
	    AN <= 8'b11111101;
		tube_now <= tube[2];
      end
      8'b11111101:begin
		AN <= 8'b11111011;	
		tube_now <= tube[3];
      end
      8'b11111011:begin
		AN <= 8'b11110111;
		tube_now <= tube[4];
      end
      8'b11110111:begin
		AN <= 8'b11101111;
		tube_now <= tube[5];
      end
      8'b11101111:begin
		AN <= 8'b11011111;
		tube_now <= tube[6];
      end
      8'b11011111:begin
		AN <= 8'b10111111;
		tube_now <= tube[7];
      end
      8'b10111111:begin
		AN <= 8'b01111111;
		tube_now <= tube[0];
      end
      default:begin
		AN <= 8'b11111110;		
		tube_now <= tube[1];
      end
    endcase
    SEG <= tube_now; 		
	end
endmodule
--- ./config.mk ---
export PLATFORM = sky130hd
export DESIGN_NAME = numdis
export DESIGN_NICKNAME = numdis
export VERILOG_FILES = /design/flow/design.v
export SDC_FILE = /design/flow/constraint.sdc
export NUM_CORES = 4
export LEC_CHECK = 1
export CORE_UTILIZATION = 50
==> results.toml <==
# synthesis and place-and-route metrics
[global_routing]
grt_pass1_wl_um = 11300
grt.total_usage_pct = 23.0
grtUsageMet3_pct = 1.97
grtUsageMet1_pct = 35.7
gr-total-overflow = 0
grt-busiest-layer = "met1"
grt_start_max_net_pins = 16
antenna_found_initial = 0
first_global_vias = 2331
use_met2_pct = 35.2

[power_and_ir_drop]
p_leak_uw = 0.00154
peakVddDrop_uv = 256
p_per_area_nw_per_um2 = 209

[clock_tree]
path_clk_slew_ns = 0.08
cts.repair.resized = 0
numClockSinks = 22
clockRootBuffer = "clkbuf_8"
tritoncts = "done"
numCtsBuffers = 3
post_cts_buffers = 0
hold_buffers = 0
htreeDepth = 1
clk_latency_ns = 0.26
clock_tree.buffer_depth = 2

[floorplan]
die_h_um = 79.6
die_area_um2 = 6330
fp-utilization_pct = 53.3
ios = 49
num_rows = 27
fp.dieW_um = 79.6
coreArea_um2 = 5640

[detailed_routing]
wl_um = 6940
wl_per_cell_um = 14.6
postRouteAntennaNets = 0
dr.pass1.iters = 4
drc_errors = 0
vias_per_cell = 5.67
drt-initial-drc-count = 124
antenna_cells = 0
via_count = 2692

[synthesis]
synthTopLogicFamily = "AND-OR/OR-AND gates"
synthAdderAreaFrac_pct = 22.5
synth_area_um2 = 3010
edf_count = 0
synthArstFlopShare_pct = 0
ys.flops = 22
ys_sh_xor_pct = 0.582
ys_types = 51
synthAoiAreaFrac_pct = 25.3
ys.warnings.count = 2
yosys_area_um2 = 3010
flop_cell = "dfxtp_1"
simple_gate_area_share_pct = 18.0
seq_area_frac_synth_pct = 14.6
syn-mean-instance-area_um2 = 8.04
ys_sh_mux_pct = 11.6
synthCells = 374
ys_cells = 374

[timing]
relSlewSlack_pct = 64.4
fmax_mhz = 377
finalSetupTns_ns = 0
rsz0062_at_grt = "no"
fin_skew_ns = 0.00359
slew_viol_final = 0
setup_viol = 0
holdWs_ns = 0.333
worst_pin_slew_ns = 0.532
period_used_pct = 69.7
min_period_ns = 2.65
hold_viol_final = 0

[cells_and_area]
stdcell_count = 475
final_layout_size_suffix_gt1_share_pct = 7.20
num-fill-cells = 514
final_cell_area_um2 = 3540
area_growth_pct = 17.7

[critical_path]
worst-path-buf-inv = 2
worstSetupStartpointType = "primary input"
slowest_stage = "clkdlybuf4s50_1"
setup.worst_path.end_class = "register"
worst_path_dominant_cell_family = "buffers and inverters"
crit_fanout = 5
max_stage_delay_ns = 0.56
worstPathArrival_ns = 2.79
required_ns = 3.94
timing_worst_setup_path_type = "in2reg"
crit_chain = "clkdlybuf4s50_1, inv_1, ha_1, mux2_2, a22oi_1, o22ai_1, nor4_1, a21oi_1"

[placement]
io_buffer_count = 47
hpwl_um = 5560
placed_cell_area_um2 = 3470
gp_congestion = 0.933
dp_cells = 471

[hold_path]
hold_path_class = "reg2reg"

[run_status]
outcome = "complete, no violations"

[flow_run]
max_cap_violations = 0
warnings = 72
==> registers in the layout, indices dropped and copies added, names as in the netlist <==
register and flops:
AN 8, SEG 7, tube_now 7
==> Yosys cell counts (all sizes together) (2+ instances only) <==
master / n / area, um2
a21oi: 25 / 125
nor2: 29 / 109
a22oi: 11 / 82.6
a211oi: 22 / 170
a41oi: 3 / 41.3
xnor2: 2 / 17.5
or3: 5 / 31.3
a311oi: 5 / 50.0
buf: 12 / 61.3
a2bb2oi: 4 / 35.0
nand2: 11 / 41.3
nand2b: 14 / 87.6
a221oi: 3 / 26.3
dfxtp: 22 / 440
nor3b: 2 / 15.0
a31oi: 4 / 25.0
nor3: 10 / 55.1
nand4: 2 / 25.0
o21ai: 13 / 65.1
mux2i: 18 / 180
and3b: 2 / 17.5
nor4: 5 / 37.5
a21boi: 2 / 15.0
inv: 32 / 120
or2: 4 / 25.0
nor2b: 12 / 75.1
ha: 54 / 676
clkbuf: 10 / 37.5
o22ai: 11 / 68.8
mux2: 15 / 169
==> logic make-up (layout without fill, tap and decap cells) <==
family                   after synthesis  in the layout
AND-OR/OR-AND                        109            109
AND/OR/NAND/NOR                       99             99
adder cells (fa/ha/maj)               54             54
buffers and inverters                 54             83
multiplexers                          33             33
flip-flops                            22             22
XOR/XNOR                               2              2
other                                  1              1
==> stage by stage <==
step	util, %	worst slack (ns)	power (uW)
after floorplan	-	1.82	429
after global placement	61.5	0.894	527
after detailed placement	61.5	0.881	528
after CTS	62.8	1.15	746
after global routing	62.8	1.05	791
final	62.8	1.15	742
==> area by class of cell <==
type / count / area (um2) / area share (%)
Clock buffer: 3 / 41.3 / 1.17
Clock inverter: 1 / 30.0 / 0.848
Inverter: 32 / 120 / 3.39
Multi-Input combinational cell: 298 / 2350 / 66.3
Sequential cell: 22 / 440 / 12.4
Tap cell: 72 / 90.1 / 2.54
Timing Repair Buffer: 47 / 470 / 13.3
==> layout by cell type, fill, tap and decap left out, types with 5 or more instances in the layout <==
master,count
a21oi_1,25
nor2b_1,12
o22ai_1,11
mux2i_1,18
nor3_1,9
ha_1,54
nand2_1,11
o21ai_0,11
clkdlybuf4s50_1,47
a211oi_1,21
nand2b_1,14
nor2_1,29
mux2_2,13
dfxtp_1,22
or3_1,5
a22oi_1,11
inv_1,32
==> path summary, 6_finish.rpt <==
check / from / endpoint / slack [ns] / depth (start not counted)
setup / recovery: sum_out[0] / tube_now[6]$_DFF_P_ / 1.15 / 8
hold / removal: tube_now[1]$_DFF_P_ / SEG[1]$_DFF_P_ / 0.33 / 0
setup reg to reg: AN[1]$_DFF_P_ / tube_now[3]$_DFF_P_ / 1.76 / 5
hold reg to reg: tube_now[1]$_DFF_P_ / SEG[1]$_DFF_P_ / 0.33 / 0
==> routing by layer <==
layer / vias to the layer above / wire, um
met1: 1214 / 3610
li1: 1409 / -
met5: - / 0
met4: 0 / 84
met3: 8 / 242
met2: 61 / 3000
==> where the power goes <==
group          switching (uW)  internal [uW]
registers                3.41            244
clock network            76.4            141
logic                     143            134
No activity file was given, so power comes from the tool's default toggle rates.
